--- flow/config.mk ---
export PLATFORM = sky130hd
export DESIGN_NAME = ml505top
export DESIGN_NICKNAME = ml505top
export VERILOG_FILES = /design/flow/design.v
export SDC_FILE = /design/flow/constraint.sdc
export NUM_CORES = 4
export LEC_CHECK = 1
export CORE_AREA = 10 10 73 73
export DIE_AREA = 0 0 83 83
--- flow/design.v ---
module Adder #(
  parameter Width = 8
)
(
  input   [Width-1:0] A,
  input   [Width-1:0] B,
  output  [Width-1:0] Result,
  output              Cout
);	
   wire [Width:0]     Carry;
   assign Carry[0] = 1'b0;
   assign Cout = Carry[Width];
   genvar i;
	generate for (i = 0; i < Width; i = i+1)
		begin: ripple
			FA fa(
				.A(A[i]),
				.B(B[i]),
				.Cin(Carry[i]),
				.Sum(Result[i]),
				.Cout(Carry[i+1])
			);
		end
	endgenerate
endmodule
module BehavioralAdder #(
  parameter Width = 16
)
(
  input   [Width-1:0] A,
  input   [Width-1:0] B,
  output  [Width-1:0] Result,
  output              Cout
);
  assign {Cout, Result} = A + B;
endmodule
module FA(
    input A, B, Cin,
    output Sum, Cout
);
   wire temp_1, temp_2, temp_3;
	xor (temp_1, A, B);
	xor (Sum, temp_1, Cin);
	and (temp_2, Cin, temp_1);
	and (temp_3, A, B);
	or (Cout, temp_2, temp_3);
endmodule
module ml505top (
   input  [3:0] KEY,
   input  clock_50MHz,
   output [3:0] LED
);
wire [4:0] LED_inv;
assign LED[1:0] = ~LED_inv[1:0];  
FA fa(
	.A(~KEY[0]),
   .B(~KEY[1]),
	.Cin(~KEY[2]),
	.Sum(LED_inv[0]),
	.Cout(LED_inv[1])
);
parameter Width   = 8;
localparam CWidth = Width*2;
wire                Clock;
wire                Reset;
reg [CWidth-1:0]    Count;
wire [Width-1:0]    CUTResult;
wire [Width-1:0]    ExpectedResult;
wire                CUTCout;
wire                ExpectedCout;	
assign Clock = clock_50MHz;
assign Reset = KEY[3] | KEY[2] | KEY[1] | KEY[0];
Adder #(.Width(Width)) CUT (
.A(Count[CWidth-1:Width]),
.B(Count[Width-1:0]),
.Result(CUTResult),
.Cout(CUTCout)
);
BehavioralAdder #(.Width(Width)) Solution (
.A(Count[CWidth-1:Width]),
.B(Count[Width-1:0]),
.Result(ExpectedResult),
.Cout(ExpectedCout)
);
always @(posedge Clock) begin
if(Reset) Count <= {CWidth{1'b0}};
else if ((Count != {CWidth{1'b1}}) && LED[2]) Count <= Count + 1'b1;
end
assign LED[2] = CUTResult == ExpectedResult && CUTCout == ExpectedCout;
assign LED[3] = {~LED[2]};
endmodule
--- flow/constraint.sdc ---
current_design ml505top

set clk_period 3.2
set clk_io_pct 0.2

create_clock -name clk0 -period $clk_period [get_ports {clock_50MHz}]

set non_clock_inputs [all_inputs -no_clocks]
set_input_delay [expr $clk_period * $clk_io_pct] -clock clk0 $non_clock_inputs
set_output_delay [expr $clk_period * $clk_io_pct] -clock clk0 [all_outputs]
--- flow/run.sh ---
#!/bin/bash
# OpenROAD 26Q1-2900-gdf79404cd8, Yosys 0.63+post, stock flow scripts
make -C /OpenROAD-flow-scripts/flow DESIGN_CONFIG=/design/flow/config.mk WORK_HOME=/design/flow/orfs finish
==> reports/metrics.csv <==
stage,metric,value,unit
global_routing,grt_use_met2,16.3,%
min_path,min_from,Count[7],
synth,synthTopCellsByArea,"dfxtp_1 22%, fa_1 8.1%, ha_1 6.7%, mux2i_1 6.1%, nand3_1 4.0%",
flow_run,max-cap-violations,0,
global_routing,grt_pass1_wl,6420,um
pwr,max-vdd-ir-drop,0.000333,V
final_timing,rsz0062_at_grt,yes,
die,core_area,3740,um^2
layout,register_area,323,um^2
final_timing,setup_ws,-1.49,ns
setup_path,rr_endpoint,Count[6],
die,std_cell_rows,22,
synth,synth.avg_cell_area,8.89,um^2
global_routing,overflow,0,
detailed_routing,vias_per_cell,5.60,
detailed_routing,wl_per_cell,14.7,um
min_path,whs_endpoint,Count[7],
die,die_area,6890,um^2
final_timing,min_period,4.69,ns
synth,top_cell,dfxtp_1,
cts,path_clk_slew,0.07,ns
placement,hpwl,2880,um
synth,ys_warn_count,1,
final_timing,max_freq,213,MHz
cts,clockRootBuffer,clkbuf_8,
die,ios,9,
final_timing,worst_slew_pin_slew,0.509,ns
synth,ys_seq_share,21.6,%
synth,yosysTopAreaCell,dfxtp_1,
setup_path,path_class,register to register,
status,outcome,finished with violations,
pwr,power.density,195,nW/um^2
layout,finalInstanceArea,2060,um^2
placement,placed_cells,249,
synth,synthFlopType,dfxtp_1,
detailed_routing,routed_wl,3820,um
synth,edf_count,0,
pwr,total_power,402,uW
die,dieWidth,83,um
layout,largestRegisters,Count (16),
final_timing,fin_setup_tns,-23.54,ns
synth,synth_flop_count,16,
placement,place_area,1890,um^2
min_path,hold_depth,2,
setup_path,critPathArrivalTime,4.87,ns
synth,ys_cells,167,
cts,htreeDepth,1,
layout,registers.top_by_ff_count,Count,
global_routing,grt_max_degree,17,
cts,clk-insertion-delay-late,0.25,ns
global_routing,met1_usage,15.5,%
layout,layout-drive-gt1-share,38.7,%
global_routing,antenna_found_initial,0,
detailed_routing,ant_nets,0,
min_path,hold_class,register to register,
global_routing,grt_util_all_layers,10.7,%
cts,clock-sinks,16,
detailed_routing,vias,1457,
flow_run,warnings,28,
final_timing,slew_headroom,66.1,%
global_routing,grt-busiest-layer,met2,
synth,common_cells,"16 x dfxtp_1, 14 x nand2_1, 12 x nand3_1",
die,die_y,83,um
layout,largest_reg_flops,16,
cts,cts_tree,done,
final_timing,slew_violations,0,
placement,place_ws,-1.63,ns
setup_path,rrSetupSlack,-1.49,ns
final_timing,finalHoldViolations,0,
setup_path,crit_fanout,4,
final_timing,clock_skew,0.00346,ns
layout,fin_cells,260,
final_timing,finalSetupViolations,18,
detailed_routing,detail_route.iter0.violations,70,
global_routing,gr-usage-met3,2.26,%
synth,synth.distinct_cells,51,
setup_path,cp-end-kind,register,
setup_path,rr_worst_depth,18,
cts,postCtsHoldBufs,0,
setup_path,cp.required,3.38,ns
status,failed_checks,negative setup slack,
synth,syn-cell-area,1480,um^2
layout,comb_area,1240,um^2
pwr,leakage,0.000795,uW
layout,fillers,332,
die,fp_util,39.6,%
final_timing,min_period_over_period,146,%
placement,portBuffers,8,
cts,cts_buffers,3,
setup_path,r2r_start,Count[1],
synth,yosysChipArea,1480,um^2
cts,clock_path_buffers,2,
synth,async_flop_share,0,%
detailed_routing,drc,0,
synth,yosys.area.top_type_share,21.6,%
detailed_routing,first_pass_iters,4,
global_routing,grt_pass1_vias,1350,
placement,gp_congestion,0.895,
synth,synthCells,167,
layout,area_growth_syn_to_layout,39.1,%
setup_path,startpoint_type,register,
detailed_routing,antenna_cells_inserted,0,
-- critical path, stage by stage (launching register included) --
cell      delay, ns
dfxtp_2        0.34
ha_4           0.24
a31o_4         0.22
a21oi_4        0.13
fa_2           0.21
inv_2          0.03
fa_2           0.33
fa_2           0.34
fa_2           0.34
fa_1           0.48
xor2_2         0.20
or3_1          0.32
o211ai_1       0.11
nor3b_2        0.09
buf_4          0.14
or3_4          0.41
buf_6          0.14
or4_4          0.41
a21oi_2        0.13
-- per-layer routing --
| metal | share of wire (%) | up-vias |
|---|---|---|
| li1 | - | 724 |
| met1 | 48 | 697 |
| met2 | 46 | 32 |
| met3 | 5.4 | 4 |
| met4 | 0.92 | 0 |
| met5 | 0 | - |
-- worst max path at each step --
| stage | startpoint | end | slack, ns | depth (start not counted) |
|---|---|---|---|---|
| after global routing | Count[1] | Count[6] | -1.62 | 18 |
| after CTS | Count[1] | Count[10] | -1.63 | 17 |
| final | Count[1] | Count[6] | -1.49 | 18 |
-- stage by stage --
stage                     hold WS (ns)  util [%]
after CTS                        0.586      53.8
after global routing             0.634      55.1
after floorplan                  0.464         -
after global placement           0.561      50.6
after detailed placement         0.576      50.6
final                            0.584      55.1
-- power breakdown --
| group | total, uW | leakage [uW] | internal [uW] | switching, uW |
|---|---|---|---|---|
| logic | 20.3 | 0.000637 | 12.4 | 7.87 |
| registers | 200 | 0.000130 | 199 | 0.303 |
| clock network | 182 | 0.0000288 | 109 | 72.6 |
-- cells by family (layout without fill, tap and decap cells) --
family	count (synthesis)	count (layout)	share of synthesized area, %
AOI/OAI and AO/OA	36	36	18.1
xor gates and xnor gates	6	6	4.47
adders and majority gates	14	14	14.8
buffers and inverters	12	56	4.30
DFF	16	16	21.6
muxes	9	9	6.07
and+or+nand+nor	74	75	30.6
-- repair_timing --
item	in CTS	in global routing
buffers inserted	7	0
resized	13	12
setup endpoints to repair	18	18
pin swaps	22	21
cloned	1	0
-- placed cells by master (no fill, tap or decap), types with 3 or more instances in the layout --
cell,Yosys,layout
buf_4,1,34
dfxtp_1,16,14
nand2_1,14,14
nand3_1,12,12
nor2_1,11,10
mux2i_1,9,9
inv_1,8,7
ha_1,8,7
clkdlybuf4s50_1,0,6
a21oi_1,9,5
o31ai_1,5,5
nor3_2,2,4
a31oi_1,4,4
and3_1,4,4
a21oi_2,1,4
fa_2,0,4
clkbuf_8,0,4
xor2_1,4,3
or4_1,6,3
nand2b_1,3,3
or4_4,0,3
buf_6,2,3
-- area by class of cell --
class | count | share of cell area (%)
clock buffer | 4 | 2.67
inverter | 8 | 1.45
sequential | 16 | 15.6
tap | 48 | 2.91
timing repair buffer | 44 | 17.2
multi-input combinational | 140 | 60.2
Power and IR drop assume default switching activity.
